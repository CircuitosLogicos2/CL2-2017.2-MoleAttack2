==> flow/design.v <==
module LCD_Display(iCLK_50MHZ, iRST_N, lcd1, lcd0, lcd2, lcd3, lcd4, lcd5, lcd6, lcd7, cont_a, cont_e,botoes, LCD_RS,LCD_E,LCD_RW,DATA_BUS);
input iCLK_50MHZ, iRST_N;
input [6:0] lcd1; 
input [6:0] lcd0;
input [6:0] lcd2;
input [6:0] lcd3;
input [6:0] lcd4;
input [6:0] lcd5;
input [6:0] lcd6;
input [6:0] lcd7;
input [32:0] cont_a,cont_e;
input [3:0] botoes;
output LCD_RS, LCD_E, LCD_RW;
inout [7:0] DATA_BUS;
parameter
HOLD = 4'h0,
FUNC_SET = 4'h1,
DISPLAY_ON = 4'h2,
MODE_SET = 4'h3,
Print_String = 4'h4,
LINE2 = 4'h5,
RETURN_HOME = 4'h6,
DROP_LCD_E = 4'h7,
RESET1 = 4'h8,
RESET2 = 4'h9,
RESET3 = 4'ha,
DISPLAY_OFF = 4'hb,
DISPLAY_CLEAR = 4'hc;
reg [3:0] state, next_command;
reg [7:0] DATA_BUS_VALUE;
wire [7:0] Next_Char;
reg [19:0] CLK_COUNT_400HZ;
reg [4:0] CHAR_COUNT;
reg CLK_400HZ, LCD_RW_INT, LCD_E, LCD_RS;
assign DATA_BUS = (LCD_RW_INT? 8'bZZZZZZZZ: DATA_BUS_VALUE);
LCD_display_string u1(
.index(CHAR_COUNT),
.out(Next_Char),
.lcd1(lcd1),
.lcd0(lcd0),
.lcd2 (lcd2),
.lcd3 (lcd3),
.lcd4 (lcd4),
.lcd5 (lcd5),
.lcd6 (lcd6),
.lcd7 (lcd7),
.cont_a (cont_a),
.cont_e (cont_e),
);
assign LCD_RW = LCD_RW_INT;
always @(posedge iCLK_50MHZ or negedge iRST_N)
	if (!iRST_N)  
	begin
	   CLK_COUNT_400HZ <= 20'h00000;
	   CLK_400HZ <= 1'b0;
	end
	else if (CLK_COUNT_400HZ < 20'h0F424)
	begin
	   CLK_COUNT_400HZ <= CLK_COUNT_400HZ + 1'b1;
	end
	else
	begin
	  CLK_COUNT_400HZ <= 20'h00000;
	  CLK_400HZ <= ~CLK_400HZ;
	end
always @(posedge CLK_400HZ or negedge iRST_N)  
	if (!iRST_N)
	begin
	 state <= RESET1;  
	end
	else
	case (state)
	RESET1:			
	begin
	  LCD_E <= 1'b1;  
	  LCD_RS <= 1'b0;
	  LCD_RW_INT <= 1'b0;
	  DATA_BUS_VALUE <= 8'h38;
	  state <= DROP_LCD_E;
	  next_command <= RESET2;
	  CHAR_COUNT <= 5'b00000;
	end
	RESET2:
	begin
	  LCD_E <= 1'b1;
	  LCD_RS <= 1'b0;
	  LCD_RW_INT <= 1'b0;
	  DATA_BUS_VALUE <= 8'h38;
	  state <= DROP_LCD_E;
	  next_command <= RESET3;
	end
	RESET3:
	begin
	  LCD_E <= 1'b1;
	  LCD_RS <= 1'b0;
	  LCD_RW_INT <= 1'b0;
	  DATA_BUS_VALUE <= 8'h38;
	  state <= DROP_LCD_E;
	  next_command <= FUNC_SET;
	end
	FUNC_SET:
	begin
	  LCD_E <= 1'b1;
	  LCD_RS <= 1'b0;
	  LCD_RW_INT <= 1'b0;
	  DATA_BUS_VALUE <= 8'h38;
	  state <= DROP_LCD_E;
	  next_command <= DISPLAY_OFF;
	end
	DISPLAY_OFF:
	begin
	  LCD_E <= 1'b1;
	  LCD_RS <= 1'b0;
	  LCD_RW_INT <= 1'b0;
	  DATA_BUS_VALUE <= 8'h08;
	  state <= DROP_LCD_E;
	  next_command <= DISPLAY_CLEAR;
	end
	DISPLAY_CLEAR:
	begin
	  LCD_E <= 1'b1;
	  LCD_RS <= 1'b0;
	  LCD_RW_INT <= 1'b0;
	  DATA_BUS_VALUE <= 8'h01;
	  state <= DROP_LCD_E;
	  next_command <= DISPLAY_ON;
	end
	DISPLAY_ON:
	begin
	  LCD_E <= 1'b1;
	  LCD_RS <= 1'b0;
	  LCD_RW_INT <= 1'b0;
	  DATA_BUS_VALUE <= 8'h0C;
	  state <= DROP_LCD_E;
	  next_command <= MODE_SET;
	end
	MODE_SET:
	begin
	  LCD_E <= 1'b1;
	  LCD_RS <= 1'b0;
	  LCD_RW_INT <= 1'b0;
	  DATA_BUS_VALUE <= 8'h06;
	  state <= DROP_LCD_E;
	  next_command <= Print_String;
	end
	Print_String:  
	begin
	  state <= DROP_LCD_E;
	  LCD_E <= 1'b1;
	  LCD_RS <= 1'b1;  
	  LCD_RW_INT <= 1'b0;
	  if (Next_Char[7:4] != 4'h0) 
		DATA_BUS_VALUE <= Next_Char;  
	  else if (Next_Char[3:0]>9) 
		 DATA_BUS_VALUE <= {4'h4,Next_Char[3:0]-4'h9};
	  else  
		 DATA_BUS_VALUE <= {4'h3,Next_Char[3:0]};
	  if ((CHAR_COUNT < 31) && (Next_Char != 8'hFE))
	     CHAR_COUNT <= CHAR_COUNT + 1'b1;
	  else
	     CHAR_COUNT <= 5'b00000; 
	  if (CHAR_COUNT == 15)
	    next_command <= LINE2;
	  else if ((CHAR_COUNT == 31) || (Next_Char == 8'hFE))
	    next_command <= RETURN_HOME;  
	  else
	    next_command <= Print_String;
	end
	LINE2:  
	begin
	  LCD_E <= 1'b1;
	  LCD_RS <= 1'b0;
	  LCD_RW_INT <= 1'b0;
	  DATA_BUS_VALUE <= 8'hC0;
	  state <= DROP_LCD_E;
	  next_command <= Print_String;
	end
	RETURN_HOME:  
	begin
	  LCD_E <= 1'b1;
	  LCD_RS <= 1'b0;
	  LCD_RW_INT <= 1'b0;
	  DATA_BUS_VALUE <= 8'h80;
	  state <= DROP_LCD_E;
	  next_command <= Print_String;
	end
	DROP_LCD_E:  
	begin
	  LCD_E <= 1'b0;  
	  state <= HOLD;
	end
	HOLD:  
	begin
	  state <= next_command;
	end
	endcase
endmodule
module LCD_display_string(index,out,lcd0,lcd1, lcd2, lcd3, lcd4, lcd5, lcd6, lcd7, cont_a, cont_e, botoes);
input [4:0] index;
input [6:0] lcd0,lcd1, lcd2, lcd3, lcd4, lcd5, lcd6, lcd7;
input [32:0] cont_a, cont_e;
input [3:0] botoes;
output [7:0] out;
reg [7:0] out;
	always @(lcd1) begin
	case (lcd0)
		'd0: begin
			case (index)
				5'h00: out <= 8'h43;
				5'h01: out <= 8'h61;
				5'h02: out <= 8'h70;
				5'h03: out <= 8'h74;
				5'h04: out <= 8'h75;
				5'h05: out <= 8'h72;
				5'h06: out <= 8'h65;
				5'h07: out <= 8'h20;
				5'h08: out <= 8'h61;
				5'h10: out <= 8'h74;
				5'h11: out <= 8'h6F;
				5'h12: out <= 8'h75;
				5'h13: out <= 8'h70;
				5'h14: out <= 8'h65;
				5'h15: out <= 8'h69;
				5'h16: out <= 8'h72;
				5'h17: out <= 8'h61;
				default: out <= 8'h20;  
				endcase
				end
		'd1: begin
			if(lcd1 < 5'h02)begin
				case (index)
					5'h00: out <= 8'h30;
					5'h01: out <= 8'h31;
					5'h03: out <= 8'h74;
					5'h04: out <= 8'h6F;
					5'h05: out <= 8'h75;
					5'h06: out <= 8'h70;
					5'h07: out <= 8'h65;
					5'h08: out <= 8'h69;
					5'h09: out <= 8'h72;
					5'hA: out <= 8'h61;
					5'h10: out <= 8'h43;
					5'h11: out <= 8'h61;
					5'h12: out <= 8'h70;
					5'h13: out <= 8'h74;
					5'h14: out <= 8'h75;
					5'h15: out <= 8'h72;
					5'h16: out <= 8'h61;
					5'h17: out <= 8'h64;
					5'h18: out <= 8'h61;
					default: out <= 8'h20;  
					endcase
				end
				else begin
					case (index)
					5'h00: out <= lcd6;
					5'h01: out <= lcd7;
					5'h03: out <= 8'h74;
					5'h04: out <= 8'h6F;
					5'h05: out <= 8'h75;
					5'h06: out <= 8'h70;
					5'h07: out <= 8'h65;
					5'h08: out <= 8'h69;
					5'h09: out <= 8'h72;
					5'hA: out <= 8'h61;
					5'hB:  out <= 8'h73;
					5'h10: out <= 8'h43;
					5'h11: out <= 8'h61;
					5'h12: out <= 8'h70;
					5'h13: out <= 8'h74;
					5'h14: out <= 8'h75;
					5'h15: out <= 8'h72;
					5'h16: out <= 8'h61;
					5'h17: out <= 8'h64;
					5'h18: out <= 8'h61;
					5'h19: out <= 8'h73;
					default: out <= 8'h20;  
					endcase
				end
				end
		'd2:
			case (index)
				5'h00: out <= 8'h74;
				5'h01: out <= 8'h6F;
				5'h02: out <= 8'h75;
				5'h03: out <= 8'h70;
				5'h04: out <= 8'h65;
				5'h05: out <= 8'h69;
				5'h06: out <= 8'h72;
				5'h07: out <= 8'h61;
				5'h10: out <= 8'h65;
				5'h11: out <= 8'h73;
				5'h12: out <= 8'h63;
				5'h13: out <= 8'h61;
				5'h14: out <= 8'h70;
				5'h15: out <= 8'h6F;
				5'h16: out <= 8'h75;
				default: out <= 8'h20;  
				endcase
			'd3:
					case (index)
					5'h00: out <= 8'h47;  
					5'h01: out <= 8'h41;  
					5'h02: out <= 8'h4D;  
					5'h03: out <= 8'h45;  
					5'h10: out <= 8'h4F;  
					5'h11: out <= 8'h56;  
					5'h12: out <= 8'h45;  
					5'h13: out <= 8'h52;  
					5'h14: out <= 8'h21;  
					default: out <= 8'h20;  
					endcase
			'd4:
					case (index)
					5'h00: out <= 8'h50;  
					5'h01: out <= 8'h61;  
					5'h02: out <= 8'h72;  
					5'h03: out <= 8'h61;  
					5'h04: out <= 8'h62;  
					5'h05: out <= 8'h65;  
					5'h06: out <= 8'h6E;  
					5'h07: out <= 8'h73;  
					5'h08: out <= 8'h20;  
					5'h09: out <= 8'h76;  
					5'hA:  out <= 8'h6F;  
					5'hB:  out <= 8'h63;  
					5'hC:  out <= 8'h65;  
					5'h10: out <= 8'h56;  
					5'h11: out <= 8'h65;  
					5'h12: out <= 8'h6E;  
					5'h13: out <= 8'h63;  
					5'h14: out <= 8'h65;  
					5'h15: out <= 8'h75;  
					5'h16: out <= 8'h21;  
					default: out <= 8'h20;  
					endcase
			endcase
	end
	endmodule
==> flow/run.sh <==
#!/bin/bash
# OpenROAD 26Q1-2900-gdf79404cd8, Yosys 0.63+post, stock flow scripts
make -C /OpenROAD-flow-scripts/flow DESIGN_CONFIG=/design/flow/config.mk WORK_HOME=/design/flow/orfs finish
==> flow/config.mk <==
export PLATFORM = sky130hd
export DESIGN_NAME = LCD_Display
export DESIGN_NICKNAME = LCD_Display
export VERILOG_FILES = /design/flow/design.v
export SDC_FILE = /design/flow/constraint.sdc
export NUM_CORES = 4
export LEC_CHECK = 1
export CORE_UTILIZATION = 50
==> flow/constraint.sdc <==
current_design LCD_Display

set clk_period 2.9
set clk_io_pct 0.2

create_clock -name clk0 -period $clk_period [get_ports {iCLK_50MHZ}]

set non_clock_inputs [all_inputs -no_clocks]
set_input_delay [expr $clk_period * $clk_io_pct] -clock clk0 $non_clock_inputs
set_output_delay [expr $clk_period * $clk_io_pct] -clock clk0 [all_outputs]
==> results_slide.txt <==
Run Summary

Outcome
  – Outcome: finished clean

Power and ir drop
  – Pwr Total: 1.09 mW
  – Clock power share: 0.166
  – VDD IR max: approximately 0.31 mV
  – PD cells: 212 nW/µm²
  – Comb pwr share: 0.172
  – Reg power frac: 0.663
  – Psw: between 0.2 and 0.25 mW
  – Power Internal: around 0.87 mW
  – Leakage power: 1.93 nW
  – Sw Ratio: 0.206

Place
  – Global placer's final weighted congestion: about 0.86
  – Port bufs: 30
  – Dpl hpwl: around 7700 µm

Critical path
  – Worst path bufs/invs: 1
  – Slowest CP cell: o21ai_1
  – Crit. End Element: register
  – Startpoint types: register
  – Maximum fanout along the worst path: 10
  – Crit path DRT: 3050 ps
  – Cell family with most CP delay: AND-OR/OR-AND gates
  – Worst Path Arrival: around 1900 ps
  – Kind of critical path: reg2reg
  – Cell breakdown of the critical path: nor3_1 -> o21ai_0 -> a21oi_1 -> o21ai_1 -> buf_4 -> nor2_1
  – Max incr delay on CP: approximately 520 ps

Clock network
  – Clk latency late pin: 250 ps
  – Resize count post-CTS: 0
  – CTS tree: yes
  – Root Buffer: clkbuf_8
  – H-Tree Level Count: 1
  – Clock buffer depth: 2
  – CTS buffer count: 3
  – Hold Buf Count CTS: 0
  – Number of setup buffers added after CTS: 0
  – Reg clk slew, reported paths: 70 ps

Routing
  – DRT iter0 DRCs: 260
  – Antenna Diode Count: 0
  – Vias/cell: 5.76
  – DR pass1 iterations: 5
  – DRT antenna net count: 0
  – Routed wire length: 10,600 µm
  – Vias: 3,919
  – Wire per inst: 15.5 µm
  – DRC violation count after routing: 0

Synth
  – Post-synthesis cell area: 4750 µm²
  – Yosys stat cell total: 544
  – Avg Synthesized Cell Area: a little under 9 µm²
  – Synth Instances: roughly 540
  – Ys async rst share: 0.294
  – Chip Area, Yosys: 4750 µm²
  – Dominant synthesized flop cell: dfxtp_1
  – Ys Warns: 3
  – Post-synth EDFFs: 19
  – Synthesized registers: between 80 and 90
  – Yosys cell types: 75

Global route
  – Global route overflow: 0
  – Largest net degree at the start of global routing: 58
  – GRT Overall Usage: 0.234
  – Vias in the first global route: ~3,600
  – First-pass GRT wire length: 17,900 µm
  – Initial antenna violation count: 0

Floorplan
  – Die W: 99.5 µm
  – Die area: 9900 µm²
  – FP Core Util: 0.514
  – Row count: 35
  – Chip Height: 99.5 µm
  – Core Area: 9240 µm²
  – I/O pin cnt: 139

Layout
  – Most frequent cells in the layout: nor2_1, nand2_1, o21ai_0, dfxtp_1, clkdlybuf4s50_1
  – Most frequent logic cell in the layout: nor2_1
  – Filler cell count: between 800 and 900
  – Layout cells sized above 1: 0.0508
  – Area growth, synth to finish: 8.69%

Final timing
  – Endpoints failing setup: 0
  – Crit path time final: 1750 ps
  – Tcrit/Tclk final: 0.602
  – Endpoints left unconstrained: approximately 93
  – Slew HR: 0.429
  – Register pins left without a clock: ~64
  – Tightest Pin Transition: 857 ps
  – Final TNS setup: 0 ps
  – RSZ-0062 raised after global routing: no
  – F_max: 572 MHz
  – Final Slew Violations: 0
  – Post-Route Skew: 2.18 ps
  – Final Hold Vio Count: 0

Job
  – Max-cap viol count: 0
  – Tool Warnings: 137

Min path
  – Worst min-delay path class: reg2reg
## power groups by stage
stage,combinational (mW),sequential [mW],clock (mW)
CTS,0.191,0.725,0.190
global route,0.211,0.726,0.203
finish,0.188,0.725,0.182
## cells by family (layout without fill, tap and decap cells)
logic type / after synthesis / in the layout / synth area share
AND/OR/NAND/NOR: 201 / 201 / 0.210
AND-OR/OR-AND: 145 / 145 / 0.202
flip-flops: 78 / 78 / 0.395
buffers and inverters: 58 / 61 / 0.0505
XOR/XNOR: 24 / 24 / 0.0458
adder cells (fa/ha/maj): 20 / 20 / 0.0526
multiplexers: 10 / 10 / 0.0213
latches: 7 / 7 / 0.0221
other: 1 / 5 / 0.000789
## final timing paths
path                            slack [ps]                  end               start  depth (start not counted)
worst max register to register        1150   CLK_COUNT_400HZ[5]  CLK_COUNT_400HZ[4]                          6
min in group asynchronous              700  CLK_COUNT_400HZ[18]              iRST_N                          2
worst min register to register         470            CLK_400HZ           CLK_400HZ                          1
max in group asynchronous             1940   CLK_COUNT_400HZ[5]              iRST_N                          2
worst max-delay path                  1150   CLK_COUNT_400HZ[5]  CLK_COUNT_400HZ[4]                          6
worst min-delay path                   470            CLK_400HZ           CLK_400HZ                          1
## per-layer routing
layer	share of wire	wire length (µm)	up-vias	global-route usage
li1	-	-	1974	-
met1	0.52	5540	1824	0.420
met2	0.42	4480	107	0.333
met3	0.039	408	14	0.0150
met4	0.013	136	0	0.0271
met5	0	0	-	0
## through the flow
step                hold WS, ps  cell area, µm²  utilization  instances  setup slack [ps]
detailed placement          461            5120        0.554        676              1190
floorplan                   284            4770            -        548              1370
global placement            455            5120        0.554        676              1200
CTS                         473            5170        0.559        680              1170
finish                      465            5170        0.559        680              1150
global route                494            5170        0.559        680              1030
## cells in the mapped netlist, drive strengths merged (13+ instances only)
cell type | number | area [µm²]
nand2 | 36 | 135
a31oi | 15 | 93.8
o21ai | 44 | 220
nor3 | 17 | 85.1
edfxtp | 19 | 571
dfxtp | 34 | 681
dfrtp | 24 | 601
nor2 | 70 | 275
a21oi | 27 | 139
buf | 13 | 71.3
ha | 20 | 250
clkbuf | 24 | 90.1
inv | 20 | 75.1
nand3 | 19 | 95.1
## cell type report
class | instances | area (µm²) | share of cell area
clock buffers | 3 | 41.3 | 0.00799
well taps | 129 | 161 | 0.0312
flip-flops and latches | 85 | 1980 | 0.384
multi-input cells | 405 | 2550 | 0.494
clock inverters | 1 | 5.00 | 0.000969
repair buffers | 36 | 345 | 0.0668
inverters | 21 | 78.8 | 0.0153
Power figures rest on the tool's default switching activity, not on a simulated workload.
