[design/flow/run.sh]
#!/bin/bash
# OpenROAD 26Q1-2900-gdf79404cd8, Yosys 0.63+post, stock flow scripts
make -C /OpenROAD-flow-scripts/flow DESIGN_CONFIG=/design/flow/config.mk WORK_HOME=/design/flow/orfs finish
[design/flow/config.mk]
export PLATFORM = sky130hd
export DESIGN_NAME = Reset_Delay
export DESIGN_NICKNAME = Reset_Delay
export VERILOG_FILES = /design/flow/design.v
export SDC_FILE = /design/flow/constraint.sdc
export NUM_CORES = 4
export LEC_CHECK = 1
export CORE_AREA = 10 10 112 112
export DIE_AREA = 0 0 122 122
[design/flow/constraint.sdc]
current_design Reset_Delay

set clk_period 3.8
set clk_io_pct 0.2

create_clock -name clk0 -period $clk_period [get_ports {iCLK}]

set non_clock_inputs [all_inputs -no_clocks]
set_input_delay [expr $clk_period * $clk_io_pct] -clock clk0 $non_clock_inputs
set_output_delay [expr $clk_period * $clk_io_pct] -clock clk0 [all_outputs]
[design/flow/design.v]
module	Reset_Delay(iCLK,oRESET);
input		iCLK;
output reg	oRESET;
reg	[19:0]	Cont;
always@(posedge iCLK)
begin
	if(Cont!=20'hFFFFF)
	begin
		Cont	<=	Cont+1'b1;
		oRESET	<=	1'b0;
	end
	else
	oRESET	<=	1'b1;
end
endmodule
==> run notes <==
Results of the full flow below.

Logic synthesis:
- Summed over all instances, the cell type with the most area after synthesis is sky130_fd_sc_hd__edfxtp_1.
- The run gives the warning count from the yosys run as 1.
- The post-synth register bit count is 21.
- Per the post-synthesis stats, the area per cell is ~13 um^2.
- The run puts the count of different cell masters after synthesis at 17.
- The area fraction of the largest cell type after synthesis is 59.48%.
- The main area contributors are sky130_fd_sc_hd__edfxtp_1 59%, sky130_fd_sc_hd__xnor2_1 11%, sky130_fd_sc_hd__xor2_1 4.3%, sky130_fd_sc_hd__nand3_1 4.0%, sky130_fd_sc_hd__nand2_1 2.2%.
- The run puts the instance tally after logic synthesis at 76.
- The run gives the synthesis area per yosys as ~0.0010 mm^2.
- After synthesis, flip-flops and latches occupy 61.46% of the total area.
- The run gives the total standard cell area after synthesis as 0.001010 mm^2.
- The synth_stat.txt file lists the number of cells as 76.

Pwr:
- The run gives the overall power of the completed layout as 391.9 uW.
- The leakage component of the power was reported as approximately 0.0004 uW.
- The run gives the worst vdd rail ir drop as 0.0001010 V.
- The run puts the power per cell area at 317.3 mW/mm^2.

CTS:
- TritonCTS reports the number of clock sinks as 21.
- TritonCTS built the clock tree.
- The run gives the level count of the clock H-tree as 1.
- The run gives the root buffer cell as sky130_fd_sc_hd__clkbuf_8.
- The run gives the clock buffer count from CTS as 3.
- The run puts the post-CTS setup repair buffer count at 0.
- CTS reports a maximum clock tree buffer depth of 2.
- Looking at the worst setup and hold paths, the clock pins of their registers show a slew of 70 ps.
- The run gives the post-cts repair resize count as 0.
- For this design, the CTS-stage hold fixing added 0 buffers.
- As reported, the later end of the worst-skew pair has a clock insertion delay of 260 ps.

Floorplanning:
- The run gives the die footprint as about 0.015 mm^2.
- Before placement the cells fill 9.869% of the core.
- The floorplan step set the die width to 122 um.
- The run puts the standard-cell row count at 37.
- The run gives the area of the placeable core as 0.01023 mm^2.
- The run gives the I/O pin count as 2.
- From bottom edge to top edge, the die measures approximately 120 um.

STA:
- The run gives the post-route setup TNS as 0 ps.
- The run gives the worst setup margin as 1731 ps.
- The run gives the worst-margin pin slew as 767.6 ps.
- Setup repair after global routing left no endpoint under its margin.
- Per the final report, max-transition violations number 0.
- After layout, the setup clock skew is reported as 5.360 ps.
- The run gives the worst-case headroom to the max-slew limit as between 40% and 50%.
- The run gives the number of failing setup endpoints in the final timing report as 0.
- The worst path in the final design needs a cycle of 2069 ps, including I/O delays and setup.
- The run puts the part of the cycle the worst path needs at a little over half.
- The highest clock rate this design can be run at is between 400 and 500 MHz.
- Endpoints failing hold in the final report were tallied at 0.

Worst hold path:
- For hold timing, the worst endpoint is oRESET.
- Per the hold report, the tightest min-delay path originates at Cont[19].
- The run puts the cell depth of the worst min-delay path at 1.
- The run gives the worst hold-check path type as reg -> reg.

Worst setup path:
- The setup check on the worst reg-to-reg path leaves a slack of 1730 ps.
- The run gives the maximum fanout along the worst path as 20.
- In the setup report, the worst path falls into the class reg -> reg.
- The run puts the buffering stage count on the worst path with inverters included at 1.
- The run gives the worst endpoint required time as around 3700 ps.
- The launch point of the critical path was reported as Cont[0].
- The run puts the largest stage delay on the critical path at approximately 560 ps.
- The endpoint identified for the worst register-to-register timing path is Cont[5].
- The critical path goes through ha_1 > nand4_1 > nor3_4 > and3_1 > inv_1.
- Measured in cells, the most critical reg-to-reg path has a length of 5.
- Among cell families on the critical path, the largest total delay comes from buffers and inverters.
- The run gives the highest-delay cell along the critical path as sky130_fd_sc_hd__inv_1.
- The run gives the origin of the critical flop-to-flop path as Cont[0].
- The run gives the capturing element type of the critical path as a flop.
- STA classifies the critical path startpoint as a flop.
- For the worst setup path, the data arrival time is 1960 ps.

Global route:
- The run puts the via count of the first global-routing pass at 567.
- The run puts the global-route total usage across every layer at 2.009%.
- The run puts the global route total overflow at 0.
- The run puts the initial antenna violation count at 0.
- The run gives the largest net degree at the start of global routing as 21.
- The run puts the first-pass GRT wire length at ~2.6 mm.

Detailed routing:
- The run puts the total number of vias at 535.
- After detailed routing, the number of vias per cell comes to 2.465.
- Once iteration 0 of detailed routing completed, the report listed 40 DRC markers.
- The run puts the number of nets still failing antenna checks after routing at 0.
- The run puts the total wirelength of the detailed-routed design at 1.359 mm.
- The run puts the per-cell routed wire length at 6.263 um.
- The run gives the DRC violation count after routing as 0.
- The run puts the antenna diode count at 0.
- The iteration count recorded for the first detailed-route pass is 2.

Cells and area:
- The run gives the area taken by flip-flops and latches as a little over 600 um^2.
- Per the run report, area growth between synthesis and finish was 22.30%.
- The layout report lists the multi-input gate area as 370.4 um^2.
- In the final layout, the share of cells above drive strength 1 is 9.877%.
- The count of cells in the finished layout, fillers not included, comes to 217.
- The run gives the number of filler instances in the final layout as ~1100.

Placement:
- Before CTS, the worst setup slack after placement is 1740 ps.
- The congestion estimate from routability-driven global placement came to 0.7491.
- Once placement completed, the tool counted placed cells totaling 213.
- According to the dpl log, the detail-placed design has an HPWL of 956.5 um.
- The run gives the number of port buffers as 1.

Run:
- The run gives the number of violations of the max-capacitance limit as 0.
- The tool warning count for the run is 25.

Status:
- The flow ran to the end, and the final reports show no timing, DRC or antenna violations.
[worst max path at each step]
stage	cells past startpoint	slack, ps	endpoint
CTS	5	1730	Cont[5]
global route	5	1570	Cont[3]
finish	5	1730	Cont[5]
[state kept, by name, summed over array words and instances (netlist names)]
name and count:
oRESET 1, Cont 20
[layer usage]
layer / global-route usage (%) / routed length (um) / up-vias
met4: 0.5216 / 36 / 0
li1: - / - / 281
met3: 0.4695 / 35 / 5
met2: 3.028 / 566 / 6
met1: 2.850 / 721 / 243
met5: 0 / 0 / -
[worst reg2reg max path: stages, from the launching register on]
cell	delay (ps)
sky130_fd_sc_hd__edfxtp_1	430
sky130_fd_sc_hd__ha_1	270
sky130_fd_sc_hd__nand4_1	170
sky130_fd_sc_hd__nor3_4	70
sky130_fd_sc_hd__and3_1	200
sky130_fd_sc_hd__inv_1	560
[layout make-up]
type	instances	area share (%)
clock buffer	4	3.647
timing repair buffer	1	0.8105
tap	136	13.78
inverter	5	1.520
multi-input combinational	50	29.99
sequential	21	50.25
[kinds of logic after synthesis]
logic type	Yosys count	share of synthesized area, %
adders and majority gates	1	1.239
DFF	21	61.46
and+or+nand+nor	31	19.83
xor gates and xnor gates	18	15.61
buffers and inverters	5	1.859
[per-stage QoR]
step	hold WS (ps)	utilization (%)	area, um^2
floorplan	518.8	-	1010
global placement	539.0	11.63	1190
detailed placement	548.7	11.63	1190
CTS	567.3	12.07	1235
global route	616.2	12.07	1235
finish	564.5	12.07	1235
[Yosys cell counts]
| library cell | number |
|---|---|
| sky130_fd_sc_hd__nor3_1 | 3 |
| sky130_fd_sc_hd__nand2_1 | 6 |
| sky130_fd_sc_hd__nor3_4 | 1 |
| sky130_fd_sc_hd__ha_1 | 1 |
| sky130_fd_sc_hd__and3_1 | 2 |
| sky130_fd_sc_hd__and3_2 | 1 |
| sky130_fd_sc_hd__nand3_2 | 1 |
| sky130_fd_sc_hd__nand4_1 | 3 |
| sky130_fd_sc_hd__nand4_4 | 1 |
| sky130_fd_sc_hd__nand3_1 | 8 |
| sky130_fd_sc_hd__nor2_1 | 4 |
| sky130_fd_sc_hd__inv_1 | 5 |
| sky130_fd_sc_hd__dfxtp_1 | 1 |
| sky130_fd_sc_hd__edfxtp_1 | 20 |
| sky130_fd_sc_hd__nor4_4 | 1 |
| sky130_fd_sc_hd__xnor2_1 | 13 |
| sky130_fd_sc_hd__xor2_1 | 5 |
[report_power, final]
group	leakage [uW]	internal (uW)	switching, uW
clock	0.0000228	74.6	68.2
combinational	0.000125	0	0
sequential	0.000241	249	0
[cells in the final DEF, fill, tap and decap left out, drive strengths merged]
master	count
nand2	6
xor2	5
edfxtp	20
dfxtp	1
and3	3
nand3	9
clkbuf	4
clkdlybuf4s50	1
inv	5
ha	1
nor3	4
nor4	1
xnor2	13
nor2	4
nand4	4
No activity file was given, so power comes from the tool's default toggle rates.
