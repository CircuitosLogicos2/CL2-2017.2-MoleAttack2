==> design.v <==
`timescale 1 ns / 100 ps
module  DeBounce 
	(
	input 			clk, n_reset, button_in,				 
	output reg 	DB_out													 
	);
	parameter N = 11 ;		 
	reg  [N-1 : 0]	q_reg;							 
	reg  [N-1 : 0]	q_next;
	reg DFF1, DFF2;									 
	wire q_add;											 
	wire q_reset;
	assign q_reset = (DFF1  ^ DFF2);		 
	assign  q_add = ~(q_reg[N-1]);			 
	always @ ( q_reset, q_add, q_reg)
		begin
			case( {q_reset , q_add})
				2'b00 :
						q_next <= q_reg;
				2'b01 :
						q_next <= q_reg + 1;
				default :
						q_next <= { N {1'b0} };
			endcase 	
		end
	always @ ( posedge clk )
		begin
			if(n_reset ==  1'b0)
				begin
					DFF1 <= 1'b0;
					DFF2 <= 1'b0;
					q_reg <= { N {1'b0} };
				end
			else
				begin
					DFF1 <= button_in;
					DFF2 <= DFF1;
					q_reg <= q_next;
				end
		end
	always @ ( posedge clk )
		begin
			if(q_reg[N-1] == 1'b1)
					DB_out <= DFF2;
			else
					DB_out <= DB_out;
		end
	endmodule
==> run.sh <==
#!/bin/bash
# OpenROAD 26Q1-2900-gdf79404cd8, Yosys 0.63+post, stock flow scripts
make -C /OpenROAD-flow-scripts/flow DESIGN_CONFIG=/design/flow/config.mk WORK_HOME=/design/flow/orfs finish
==> config.mk <==
export PLATFORM = sky130hd
export DESIGN_NAME = DeBounce
export DESIGN_NICKNAME = DeBounce
export VERILOG_FILES = /design/flow/design.v
export SDC_FILE = /design/flow/constraint.sdc
export NUM_CORES = 4
export LEC_CHECK = 1
export CORE_AREA = 10 10 70 70
export DIE_AREA = 0 0 80 80
==> constraint.sdc <==
current_design DeBounce

set clk_period 2.0
set clk_io_pct 0.2

create_clock -name clk0 -period $clk_period [get_ports {clk}]

set non_clock_inputs [all_inputs -no_clocks]
set_input_delay [expr $clk_period * $clk_io_pct] -clock clk0 $non_clock_inputs
set_output_delay [expr $clk_period * $clk_io_pct] -clock clk0 [all_outputs]
==> flow_summary.toml <==
# synthesis and place-and-route metrics
[timing]
fmax_mhz = 681
whs_ps = 460
slew_viol_final = 0
setup_tns_ps = 0
max_slew.worst_pin.slew_ps = 439
setup_viol = 0
rsz0062_at_grt = "no"
min_period_ps = 1470
period_used_pct = 73.4
skew_ps = 2.89
slew_headroom_pct = 70.5
finalHoldViolCount = 0

[synthesis]
ys.flops = 14
syn_area_um2 = 592
ys_types = 24
yosysWarnings = 1
synth.avg_cell_area_um2 = 10.6
yosys.area.top_type = "dfxtp_1"
syn_inst = 56
yosys_area_um2 = 592
yosys_cells = 56
area_leaders = "dfxtp_1, mux2i_1, edfxtp_1"
synth_top_area_share_pct = 44.0
seq_area_frac_synth_pct = 49.0

[floorplan]
core_um2 = 3420
rows = 21
die_w_um = 80
initCoreUtil_pct = 17.3
dieArea_um2 = 6400
die_h_um = 80
ioPinCount = 4

[grt]
grt_pass1_vias = 427
grt_util_all_layers_pct = 3.23
grt_max_degree = 10
grt_antenna_before_repair = 0
grt_pass1_wl_mm = 1.78
gr-total-overflow = 0

[routing]
routedWlPerCell_um = 8.83
ant_nets = 0
drt-initial-drc-count = 68
routed_via_density = 3.94
drc_errors = 0
routed_wl_um = 962
first_pass_iters = 3
diodes = 0
vias = 430

[worst_setup_path]
crit_family = "buffers and inverters"
startpoint = "DB_out"
endpoint_kind = "primary output"
r2r-start = "q_reg[10]"
crit_type = "flip-flop to primary output"
slowest_delay_ps = 460
crit_path_start_kind = "flip-flop"
rr_worst_depth = 3
reg2reg_slack_ps = 660
crit_fanout = 1
crit_path_end = "DB_out"
crit_chain = "clkdlybuf4s50_1"
cp_num_buf_inv = 1
crit_cells = 1
crit_required_ps = 1600
cp.arrival_ps = 1070
slowest_stage = "clkdlybuf4s50_1"
reg2reg_to = "q_reg[7]"

[place]
port_buffers = 3
placed_area_um2 = 679
dp.cells = 105
gp_congestion = 0.707

[layout]
area_growth_syn_to_layout_pct = 20.9
final_layout_top_logic_cell = "dfxtp_1"
drive_above_1_share_pct = 14.3
post-route-util_pct = 21.0
fillers = 379
seqCellArea_um2 = 290
fin_area_um2 = 716
comb_area_um2 = 302
largest_reg_flops = 11
layout_top_cells = "dfxtp_1, nor2_1, nand3_1"
layout.cells.non_filler = 109

[clock_network]
cts_tree = "built"
clk_pin_slew_ps = 80
cts.path.max_buffers = 2
clkSinkCount = 14
htreeDepth = 1
holdBufCountCts = 0
clk_latency_ps = 280
post_cts_buffers = 0
cts_made_buffers = 3
cts_resized = 0
clock_tree.root_cell = "clkbuf_4"

[power_and_ir_drop]
p_leak_nw = 0.272
power.density_nw_per_um2 = 730
ir_drop_mv = 0.145

[hold_path]
holdCritPathClass = "flip-flop to flip-flop"

[job]
drv_cap = 0
warning_count = 25

[status]
status = "finished, final reports clean"
cells in the mapped netlist:
cell type and number:
and2_1 2, xnor2_1 3, xor2_1 2, or4_1 2, o31ai_1 2, a41oi_1 1, or3_2 1, dfxtp_1 13
nand3b_1 2, nand3_1 4, nor2_1 6, and4b_2 1, nand2_2 1, nand2_1 2, o21ai_0 1, and2b_2 1
nand4b_4 1, edfxtp_1 1, mux2i_1 3, ha_1 1, a21oi_1 3, and4_1 1, nand4_1 1, and3_1 1
layout make-up:
class                   instances  share of cell area (%)
clock buffers                   4                    5.07
multi-input cells              42                    42.1
flip-flops and latches         14                    40.6
well taps                      46                    8.04
repair buffers                  3                    4.20
layer usage:
metal  up-vias  global-route usage, %  wire (um)  part of all wire [%]
li1        221                      -          -                     -
met1       202                   4.40        474                    49
met2         5                   4.98        436                    45
met3         2                  0.909         27                   2.8
met4         0                  0.704         24                   2.5
met5         -                      0          0                     0
metrics by stage:
stage               setup WS [ps]  power (W)
finish                        531   0.000523
global route                  490   0.000547
CTS                           501   0.000532
detailed placement            609   0.000327
global placement              645   0.000326
floorplan                     777   0.000317
cell families (layout without fill, tap and decap cells):
group / count (synthesis) / in the layout / synth area share (%)
adders and majority gates: 1 / 1 / 2.11
DFF: 14 / 14 / 49.0
xor gates and xnor gates: 5 / 5 / 7.40
muxes: 3 / 3 / 5.07
buffers and inverters: 0 / 7 / 0
AOI/OAI and AO/OA: 7 / 7 / 7.40
and+or+nand+nor: 26 / 26 / 29.0
how the worst min path moves through the flow:
stage | start | endpoint | slack (ps) | cells past startpoint
global route | DFF2 | DB_out | 480 | 0
finish | DFF2 | DB_out | 460 | 0
CTS | DFF2 | DB_out | 470 | 0
power breakdown:
group	total (W)	internal, W	switching, W	leakage, nW
sequential	0.000294	0.000288	0.00000650	0.117
clock	0.000203	0.000111	0.0000918	0.0210
combinational	0.0000259	0.0000122	0.0000137	0.135
total	0.000523	0.000411	0.000112	0.272
No activity file was given, so power comes from the tool's default toggle rates.
